[./config.mk]
export PLATFORM = sky130hd
export DESIGN_NAME = structural
export DESIGN_NICKNAME = structural
export VERILOG_FILES = /design/flow/design.v
export SDC_FILE = /design/flow/constraint.sdc
export NUM_CORES = 4
export LEC_CHECK = 1
export CORE_AREA = 10 10 70 70
export DIE_AREA = 0 0 80 80
[./constraint.sdc]
current_design structural

set clk_period 1.4
set clk_io_pct 0.2

create_clock -name clk0 -period $clk_period [get_ports {clk}]

set non_clock_inputs [all_inputs -no_clocks]
set_input_delay [expr $clk_period * $clk_io_pct] -clock clk0 $non_clock_inputs
set_output_delay [expr $clk_period * $clk_io_pct] -clock clk0 [all_outputs]
[./design.v]
module not1(a, x);
	input a;
	output wire x;
	reg tab [0:1];
	assign x = tab[a];
	initial begin
		tab[0] = 1;
		tab[1] = 0;
	end
endmodule
module and2(a, b, x);
	input a;
	input b;
	output wire x;
	reg tab [0:1] [0:1];
	assign x = tab[a][b];
	initial begin
		tab[0][0] = 0;
		tab[0][1] = 0;
		tab[1][0] = 0;
		tab[1][1] = 1;
	end
endmodule
module and3(a, b, c, x);
	input a;
	input b;
	input c;
	output wire x;
	reg tab [0:1] [0:1] [0:1];
	assign x = tab[a][b][c];
	initial begin
		tab[0][0][0] = 0;
		tab[0][0][1] = 0;
		tab[0][1][0] = 0;
		tab[0][1][1] = 0;
		tab[1][0][0] = 0;
		tab[1][0][1] = 0;
		tab[1][1][0] = 0;
		tab[1][1][1] = 1;
	end
endmodule
module or2(a, b, x);
	input a;
	input b;
	output wire x;
	reg tab [0:1] [0:1];
	assign x = tab[a][b];
	initial begin
		tab[0][0] = 0;
		tab[0][1] = 1;
		tab[1][0] = 1;
		tab[1][1] = 1;
	end
endmodule
module or3(a, b, c, x);
	input a;
	input b;
	input c;
	output wire x;
	reg tab [0:1] [0:1] [0:1];
	assign x = tab[a][b][c];
	initial begin
		tab[0][0][0] = 0;
		tab[0][0][1] = 1;
		tab[0][1][0] = 1;
		tab[0][1][1] = 1;
		tab[1][0][0] = 1;
		tab[1][0][1] = 1;
		tab[1][1][0] = 1;
		tab[1][1][1] = 1;
	end
endmodule
module or4(a, b, c, d, x);
	input a;
	input b;
	input c;
	input d;
	output wire x;
	wire aorb;
	wire cord;
	or2 or2_inst1 (a, b, aorb);
	or2 or2_inst2 (c, d, cord);
	or2 or2_inst3 (aorb, cord, x);
endmodule
module dflipflop(d, clk, q);
	input d;
	input clk;
	output reg q;
	always @ (negedge clk)
	begin
		if (d == 0 || d == 1)
			q <= d;
		else
			q <= 0;
	end
endmodule
module structural(x, clk, s, v);
	input x;
	input clk;
	output wire s;
	output wire v;
	wire [2:0] state;
	wire not_s2, not_s1, not_s0;
	wire not_x;
	wire a1, a2, a3, a_d;
	wire b1, b2, b3, b_d;
	wire c1, c2, c3, c_d;
	wire s1, s2, s3, s4;
	not1 not1_inst2 (state[2], not_s2);
	not1 not1_inst1 (state[1], not_s1);
	not1 not1_inst0 (state[0], not_s0);
	not1 not1_inst3 (x, not_x);
	and3 and3_inst1 (state[2], not_s1, state[0], a1);
	and3 and3_inst2 (not_s2, state[1], state[0], a2);
	and3 and3_inst3 (not_x, state[1], not_s0, a3);
	or3 or3_inst1 (a1, a2, a3, a_d);
	and3 and3_inst4 (not_x, not_s2, not_s1, b1);
	and3 and3_inst5 (x, not_s2, state[1], b2);
	and3 and3_inst6 (x, not_s2, state[0], b3);
	or3 or3_inst2 (b1, b2, b3, b_d);
	and2 and2_inst1 (x, not_s2, c1);
	and2 and2_inst2 (state[1], not_s0, c2);
	and3 and3_inst7 (not_s2, not_s1, state[0], c3);
	or3 or3_inst3 (c1, c2, c3, c_d);
	and3 and3_inst8 (not_x, not_s2, not_s0, s1);
	and3 and3_inst9 (x, not_s1, state[0], s2);
	and2 and2_inst3 (not_x, state[1], s3);
	and3 and3_inst10 (x, state[2], not_s0, s4);
	or4 or4_inst1 (s1, s2, s3, s4, s);
	and3 and3_inst11 (x, state[2], state[1], v);
	dflipflop d_inst1(a_d, clk, state[2]);
	dflipflop d_inst2(b_d, clk, state[1]);
	dflipflop d_inst3(c_d, clk, state[0]);
endmodule
[./run.sh]
#!/bin/bash
# OpenROAD 26Q1-2900-gdf79404cd8, Yosys 0.63+post, stock flow scripts
make -C /OpenROAD-flow-scripts/flow DESIGN_CONFIG=/design/flow/config.mk WORK_HOME=/design/flow/orfs finish
==> flow_metrics.env <==
# yosys + openroad results
export IMPL_run_status="finished with violations"
export IMPL_violations="setup timing"
export IMPL_hold_path_depth=2
export IMPL_dr_pass1_iters=3
export IMPL_crit_fanout=4
export IMPL_skew_ns=0.00732
export IMPL_reg2reg_depth=7
export IMPL_die_w_um=80
export IMPL_fp_coreArea_sq_um=3420
export IMPL_hp_start="d_inst2.q$_SDFF_NP1_"
export IMPL_grt_usage=0.0201
export IMPL_endpoint_kind="output pin"
export IMPL_top_cell_area_share=0.375
export IMPL_start_kind="flop"
export IMPL_dieArea_sq_um=6400
export IMPL_cts_tree="yes"
export IMPL_r2r_end="d_inst3.q$_SDFF_NP1_"
export IMPL_pin_count=4
export IMPL_drt_iter0_drc=3
export IMPL_clock_sinks=3
export IMPL_htreeDepth=1
export IMPL_dieHeight_um=80
export IMPL_required_ns=1.12
export IMPL_setup_viol_count_final=2
export IMPL_maxCapViolations=0
export IMPL_slew_headroom=0.875
export IMPL_synthCells=20
export IMPL_grt_max_degree=8
export IMPL_drive_gt1_frac=0.583
export IMPL_clockBufferDepth=2
export IMPL_avgViaCountPerCell=2.41
export IMPL_first_global_vias=209
export IMPL_io_buffers=3
export IMPL_antenna_left=0
export IMPL_num_vias=200
export IMPL_root_buffer="clkbuf_4"
export IMPL_cts_buffers=3
export IMPL_post_synth_cell_area_avg_sq_um=8.01
export IMPL_ys_seq_share=0.375
export IMPL_leakage_uw=0.000150
export IMPL_vdd_drop_max_uv=440
export IMPL_yosys_cells=20
export IMPL_final_area_sq_um=342
export IMPL_crit_arrival_ns=1.79
export IMPL_routed_wl_um=527
export IMPL_area_growth_syn_to_layout_pct=113
export IMPL_ys_warn_count=6
export IMPL_route_detailed_drc=0
export IMPL_grt_pass1_wl_um=959
export IMPL_timing_hold_worst_class="reg2reg"
export IMPL_wire_per_inst_um=6.35
export IMPL_place_area_sq_um=274
export IMPL_finish_utilization=0.100
export IMPL_final_max_slew_violation_count=0
export IMPL_p_per_area_nw_per_um2=2280
export IMPL_r2r_slack_ns=0.25
export IMPL_gp_congestion=0.685
export IMPL_synth_area_top_cells="dfxtp_1 (38%), a211oi_2 (7.8%), a21oi_1 (6.3%), mux2i_1 (6.3%), and3_2 (4.7%)"
export IMPL_hold_end="d_inst1.q$_SDFF_NP1_"
export IMPL_post_dp_hpwl_um=312
export IMPL_fp_utilization=0.0469
export IMPL_overflow=0
export IMPL_reg2reg_from="d_inst2.q$_SDFF_NP1_"
export IMPL_hold_violations=0
export IMPL_synth_flops=3
export IMPL_fillers=394
export IMPL_synth_area_sq_um=160
export IMPL_antenna_found_initial=1
export IMPL_crit_type="reg2out"
export IMPL_yosysUniqueCellTypes=16
export IMPL_clkLatencyLatePin_ns=0.30
export IMPL_clk_pin_slew_ns=0.03
export IMPL_top_area_cell="dfxtp_1"
export IMPL_rows=21
export IMPL_synth_area_yosys_sq_um=160
export IMPL_tool_warnings=31
export IMPL_rsz0062_at_grt="true"
export IMPL_worst_pin_slew_ns=0.187
export IMPL_timing_final_ws_setup_ns=-0.666
[area by class of cell]
class	instances	area, sq um	share of cell area
multi-input cells	14	88.8	0.260
well taps	46	57.6	0.168
clock buffers	3	22.5	0.0659
diodes	1	2.50	0.00733
inverters	1	3.75	0.0110
flip-flops and latches	3	66.3	0.194
repair buffers	11	85.1	0.249
clock inverters	4	15.0	0.0440
[logic make-up (layout without fill, tap and decap cells)]
| kind of cell | after synthesis | in the layout | synth area share |
|---|---|---|---|
| other cells | 0 | 1 | 0 |
| compound gates | 5 | 5 | 0.211 |
| simple gates | 8 | 8 | 0.258 |
| buf+inv | 3 | 19 | 0.0937 |
| flops | 3 | 3 | 0.375 |
| mux | 1 | 1 | 0.0625 |
[worst max path at each step]
stage,slack [ns],start,end,cells past startpoint
final,-0.67,d_inst2.q$_SDFF_NP1_,s,5
after global routing,-0.74,d_inst2.q$_SDFF_NP1_,s,5
after CTS,-0.67,d_inst2.q$_SDFF_NP1_,s,5
[stage by stage]
stage	total power (uW)	setup slack (ns)	TNS, ns	std cells	hold WS [ns]
finish	779	-0.666	-1.14	83	0.570
detailed placement	514	-0.628	-2.79	72	0.526
global placement	494	-0.612	-2.63	72	0.512
CTS	746	-0.673	-1.16	81	0.566
global route	863	-0.740	-1.26	83	0.591
floorplan	380	-0.195	-0.276	20	0.424
[synthesized netlist by cell type]
| cell type | n |
|---|---|
| a21oi_1 | 2 |
| inv_1 | 1 |
| o21ai_1 | 1 |
| and3_2 | 1 |
| nand2b_1 | 1 |
| nor2_1 | 2 |
| nand3_1 | 1 |
| nor3_1 | 1 |
| nor2_2 | 1 |
| mux2i_1 | 1 |
| dfxtp_1 | 3 |
| nand2_1 | 1 |
| o22ai_1 | 1 |
| buf_4 | 1 |
| inv_2 | 1 |
| a211oi_2 | 1 |
[flip-flops by register name, indices dropped and copies added, names as in the netlist]
register / count
d_inst3.q: 1
d_inst1.q: 1
d_inst2.q: 1
[layout by cell type, fill, tap and decap left out, types with 2 or more instances in the layout]
| master | n |
|---|---|
| dfxtp_2 | 2 |
| nor2_1 | 2 |
| clkbuf_4 | 3 |
| buf_4 | 7 |
| buf_6 | 2 |
| a21oi_1 | 2 |
| inv_1 | 4 |
[per-layer routing]
metal | vias to the layer above | track usage | routed length [um]
li1 | 100 | - | -
met4 | 0 | 0.00528 | 0
met3 | 0 | 0.0284 | 102
met1 | 93 | 0.0206 | 238
met5 | - | 0 | 0
met2 | 7 | 0.0225 | 186
[worst max-delay path, cell delays in order (launching register included)]
cell and delay [ns]:
dfxtp_4 0.35, buf_6 0.09, inv_2 0.03, mux2i_1 0.14, a21oi_1 0.08, buf_2 0.11
[power breakdown]
group,internal [uW],total [uW],switching (uW)
clock,112,182,69.9
sequential,150,196,46.2
combinational,249,401,153
total,510,779,269
[what timing repair did]
item                                    4_1_cts  5_1_grt
gates cloned                                  0        0
endpoints found under the setup margin        5        5
gates resized                                10        3
hold buffers                                  0        0
pin swaps                                     2        1
buffers inserted                              3        1
Power figures rest on the tool's default switching activity, not on a simulated workload.
