`flow/run.sh`:
```
#!/bin/bash
# OpenROAD 26Q1-2900-gdf79404cd8, Yosys 0.63+post, stock flow scripts
make -C /OpenROAD-flow-scripts/flow DESIGN_CONFIG=/design/flow/config.mk WORK_HOME=/design/flow/orfs finish
```
`flow/config.mk`:
```
export PLATFORM = sky130hd
export DESIGN_NAME = VGA
export DESIGN_NICKNAME = VGA
export VERILOG_FILES = /design/flow/design.v
export SDC_FILE = /design/flow/constraint.sdc
export NUM_CORES = 4
export LEC_CHECK = 1
export CORE_UTILIZATION = 40
```
`flow/constraint.sdc`:
```
current_design VGA

set clk_period 6.3
set clk_io_pct 0.2

create_clock -name clk0 -period $clk_period [get_ports {clk}]

set non_clock_inputs [all_inputs -no_clocks]
set_input_delay [expr $clk_period * $clk_io_pct] -clock clk0 $non_clock_inputs
set_output_delay [expr $clk_period * $clk_io_pct] -clock clk0 [all_outputs]
```
`flow/design.v`:
```
module Screen_Driver(pixel_clk, pixel_color, R, G, B, hsync, vsync);
input pixel_clk;
input [7:0] pixel_color;
output [3:0] R, G, B;
output hsync, vsync;
wire hsync, vsync;
reg [9:0] hcount, vcount;
reg [3:0] R, G, B;
wire visible;
initial begin
    hcount <= 0;
    vcount <= 0;
    R <= 0;
    G <= 0;
    B <= 0;
end
always @(posedge pixel_clk) begin
    hcount = hcount + 1;
    hcount = hcount % 800;
    if(hcount == 0) begin
        vcount = vcount + 1;
        vcount = vcount % 525; 
    end
    if(visible) begin
        if(pixel_color == 1) begin
            R <= 0;
            G <= 0;
            B <= 0;
        end
        else if(pixel_color == 2) begin
            R <= 0;
            G <= 0;
            B <= 15;
        end
        else if(pixel_color == 4) begin
            R <= 10;
            G <= 2;
            B <= 2;
        end
        else if(pixel_color == 8) begin
            R <= 0;
            G <= 15;
            B <= 15;
        end
        else if(pixel_color == 16) begin
            R <= 15;
            G <= 0;
            B <= 0;
        end
        else if(pixel_color == 32) begin
            R <= 15;
            G <= 0;
            B <= 15;
        end
        else if(pixel_color == 64) begin
            R <= 15;
            G <= 15;
            B <= 0;
        end
        else if(pixel_color == 128)begin
            R <= 15;
            G <= 15;
            B <= 15;
        end
        else begin
            R <= 0;
            G <= 0;
            B <= 0;
        end
    end
    else begin
        R <= 0;
        G <= 0;
        B <= 0;
    end
end
assign visible = (hcount < 640 && vcount < 480) ? 1 : 0;
assign hsync = (hcount > 658 && hcount < 756) ? 0 : 1;  
assign vsync = (vcount > 492 && vcount < 495) ? 0 : 1;  
endmodule
module VGA(clk, vgaRed, vgaGreen, vgaBlue, Hsync, Vsync, SW);
input clk;
input [7:0] SW;
output Hsync, Vsync;
output [3:0] vgaRed, vgaGreen, vgaBlue;
wire slow_clk;
clockDivider_25MHz clockDiv(clk, slow_clk);
Screen_Driver driver(slow_clk, SW, vgaRed, vgaGreen, vgaBlue, Hsync, Vsync);
endmodule
module clockDivider_25MHz(clk100Mhz, slowClk1);
  input clk100Mhz;  
  output reg slowClk1;  
  reg[27:0] counter;
  initial begin
    counter = 0;
    slowClk1 = 0;
  end
  always @ (posedge clk100Mhz)
  begin
    if(counter == 2) begin
      counter <= 1;
      slowClk1 <= ~slowClk1;
    end
    else begin
      counter <= counter + 1;
    end
  end
endmodule
```
==> results_slide.txt <==
Synthesis and Place & Route Summary

Drt
  • Wire length reported by the detailed router: 5850 um
  • Ant diodes: 0
  • Detailed Route Iter0 Violations: between 100 and 150
  • Post-DR wirelength/cell: 12.3 um
  • Post-detailed-route via-to-cell ratio: 5.26
  • Post-detailed-route count of antenna-violating nets: 0
  • Post-route DRC: 0
  • Number of iterations in the first detailed-routing pass: 4
  • Via Count: 2491

STA
  • Accumulated negative setup slack: 0 ps
  • Setup violators final: 0
  • Clock tree skew after final layout: 6.38 ps
  • Slew of the pin with the lowest slew margin: around 600 ps
  • Worst hold margin: around 480 ps
  • Final worst path period need: 1730 ps
  • Final Hold Viols: 0
  • Final cycle utilization of the critical path: 27.4%
  • Pins over their slew limit: 0
  • Unrepaired setup endpoints after global routing: false
  • Worst rel slew slack: 59.3%
  • Fmax: 580 MHz
  • Number of unconstrained endpoints: around 50
  • Number of register pins that no clock reaches: 26

Synth
  • Commonest register cell after synthesis: sky130_fd_sc_hd__dfxtp_1
  • Number of instances in the synthesized netlist: 361
  • FFs w/ async S/R, synth: 0%
  • Syn Area/Cell: 9.05 um2
  • Count of flip-flops with a built-in enable after synthesis: 11
  • Largest cells by area after synthesis: sky130_fd_sc_hd__dfxtp_1, sky130_fd_sc_hd__xnor2_1, sky130_fd_sc_hd__edfxtp_1, sky130_fd_sc_hd__nand2_1, sky130_fd_sc_hd__nand3_1
  • Post-synth cell types: 63
  • Area leader, netlist: sky130_fd_sc_hd__dfxtp_1
  • Share of the yosys chip area belonging to registers: between 30% and 40%
  • Tally of yosys warning messages: 2
  • Register bit total from synthesis: 55
  • Netlist area before placement: 3270 um2
  • Number of cells in the yosys synthesis report: 361
  • Yosys stat area: 3270 um2
  • Fraction of post-synthesis cell area in the top cell type by area: 27.0%

Global routing
  • Wire length of the first global-routing pass: roughly 11000 um
  • Number of global-route vias before repair: around 2300
  • Antenna violations before repair: 0
  • Total global routing track utilization: about 15%
  • Total congestion overflow after global routing: 0
  • Maximum number of pins on one net before global-route repair: 27

Run
  • Warning total across the stage logs: 28
  • Total of max-cap violations: 0

Worst setup path
  • Cell-by-cell trace of the critical path: and4_1 -> and3_1 -> nand3_1 -> nor2_1 -> nand3_1 -> xnor2_1
  • Sort of element at the end of the critical path: register
  • Arrival time of the worst setup path: 1890 ps
  • Largest stage delay on the critical path: approximately 410 ps
  • Crit path max-delay cell type: sky130_fd_sc_hd__dfxtp_1
  • Setup Crit Path Kind: register to register
  • Cell family with most CP delay: simple AND/OR/NAND/NOR gates
  • Required time of the worst setup path: 6460 ps
  • Count of buffering cells on the critical path with inverters included: 0
  • Type of origin of the critical path: register
  • Worst-path fanout max: 5
  • Most common cell type on the critical path: sky130_fd_sc_hd__nand3_1

Power
  • Clock share of power: 43.1%
  • Int Pwr: approximately 0.00028 W
  • Static leakage: about 1.2 nW
  • Switch share: 19.9%
  • Largest voltage drop on the vdd net: about 0.066 mV
  • Comb pwr share: under 10%
  • Switching component of the power: about 0.000069 W
  • Ratio of total power to cell area: between 90 and 100 nW/um2
  • Reg power frac: a little over half

Final layout
  • Final standard cell utilization of the core: between 40% and 50%
  • Final-layout fill cell count: ~750
  • Area of the multi-input gates: roughly 1900 um2
  • Area taken by flip-flops and latches: 1210 um2
  • Fraction of final layout cells sized beyond drive strength 1: 8.06%
  • Area delta synth->final: 10.3%

Clocking
  • TritonCTS Buffers: 5
  • Clock tree from TritonCTS: done
  • Clock transition time at the flip-flop clock pins of the worst setup and hold paths: 60 ps
  • Largest buffer count on any clock path: 2
  • CTS Hold Bufs: 0
  • Latency at later pin: 280 ps
  • Maximum level of the CTS H-tree: 2
  • Count of cells resized by post-cts repair: 0
  • Buffer count from post-CTS setup fixing: 0
  • Buffer cell driving the clock tree root: sky130_fd_sc_hd__clkbuf_8

Die
  • I/O Pins: 23
  • Initial standard-cell utilization of the core: 41.9%
  • Standard cell core area: 7810 um2
  • Die Outline Area: around 8500 um2
  • Die boundary height: 92.4 um
  • Width of the chip: 92.4 um
  • Placement Rows: 32

Hold path
  • Kind of path behind the tightest hold check: register to register

Placed design
  • RD Place Congestion: ~0.87
  • Post-DP HPWL: 4390 um
  • Number of buffers inserted by port buffering: 22

Status
  • Status: finished clean
## final timing paths
kind	from	endpoint	slack, ps	cells past startpoint
setup / recovery	clockDiv.counter[10]	clockDiv.counter[27]	4570	6
hold reg to reg	clockDiv.counter[26]	clockDiv.counter[26]	480	1
setup reg to reg	clockDiv.counter[10]	clockDiv.counter[27]	4570	6
hold / removal	clockDiv.counter[26]	clockDiv.counter[26]	480	1
## power by group through the flow
stage | sequential [W] | combinational [W] | clock [W]
4_1_cts | 0.000184 | 0.0000130 | 0.000152
6_report | 0.000184 | 0.0000129 | 0.000150
5_1_grt | 0.000184 | 0.0000146 | 0.000162
## per-stage QoR
stage          power (W)  instance area [um2]  instances  setup slack [ps]
2_1_floorplan   0.000193                 3270        361              4770
3_3_place_gp    0.000201                 3520        467              4630
3_5_place_dp    0.000201                 3520        467              4600
4_1_cts         0.000349                 3610        474              4580
5_1_grt         0.000361                 3610        474              4360
6_report        0.000347                 3610        474              4570
## sequential cells by signal, summed over array words and instances, names as in the netlist
signal / flops
clockDiv.counter: 28
driver.hcount: 10
driver.vcount: 10
driver.B: 2
driver.G: 2
driver.R: 2
clockDiv.slowClk1: 1
## Yosys cell counts (2+ instances only)
library cell,number
sky130_fd_sc_hd__and2_1,3
sky130_fd_sc_hd__edfxtp_1,11
sky130_fd_sc_hd__or2_2,3
sky130_fd_sc_hd__dfxtp_1,44
sky130_fd_sc_hd__ha_1,8
sky130_fd_sc_hd__clkbuf_1,3
sky130_fd_sc_hd__mux2i_1,4
sky130_fd_sc_hd__nand2b_1,2
sky130_fd_sc_hd__and4_1,4
sky130_fd_sc_hd__o32ai_1,2
sky130_fd_sc_hd__xnor2_1,38
sky130_fd_sc_hd__nor3_1,8
sky130_fd_sc_hd__nand4_1,8
sky130_fd_sc_hd__xor2_1,12
sky130_fd_sc_hd__o31ai_1,2
sky130_fd_sc_hd__nand2_1,37
sky130_fd_sc_hd__a21oi_1,9
sky130_fd_sc_hd__a211oi_1,3
sky130_fd_sc_hd__or3_1,3
sky130_fd_sc_hd__and3_1,15
sky130_fd_sc_hd__o21ai_0,18
sky130_fd_sc_hd__nor2b_1,5
sky130_fd_sc_hd__nor4_1,9
sky130_fd_sc_hd__nor2_1,21
sky130_fd_sc_hd__nor3b_1,2
sky130_fd_sc_hd__buf_2,11
sky130_fd_sc_hd__buf_4,6
sky130_fd_sc_hd__nand3_1,21
sky130_fd_sc_hd__o21a_1,3
sky130_fd_sc_hd__o2111ai_1,2
sky130_fd_sc_hd__inv_1,11
sky130_fd_sc_hd__nand3_2,2
## cell families after synthesis
logic type | Yosys count | share of synthesized area, %
adders and majority gates | 8 | 3.06
buffers and inverters | 32 | 4.79
and+or+nand+nor | 151 | 25.3
xor gates and xnor gates | 51 | 13.9
DFF | 55 | 37.1
muxes | 4 | 1.23
AOI/OAI and AO/OA | 60 | 14.7
## layout make-up
cell class	instances	share of cell area [%]
multi-input combinational	274	52.7
clock buffer	7	2.39
timing repair buffer	24	6.52
sequential	55	33.6
tap	102	3.54
inverter	12	1.25
## routing by layer
metal | track usage (%) | part of all wire, % | vias to the layer above
li1 | - | - | 1310
met1 | 25.7 | 54 | 1137
met2 | 22.3 | 42 | 40
met3 | 1.50 | 2.8 | 4
met4 | 0.911 | 0.68 | 0
met5 | 0 | 0 | -
## layout by cell type, fill, tap and decap left out, drive strengths merged, types with 2 or more instances in the layout
| cell type | Yosys | layout |
|---|---|---|
| a221oi | 2 | 2 |
| o32ai | 3 | 3 |
| o21ai | 19 | 19 |
| xnor2 | 39 | 39 |
| nand2 | 37 | 37 |
| o22ai | 2 | 2 |
| or2 | 3 | 3 |
| nor3 | 10 | 10 |
| nor2b | 5 | 5 |
| o2111ai | 2 | 2 |
| a22o | 2 | 2 |
| or3 | 3 | 3 |
| dfxtp | 44 | 44 |
| nor4 | 9 | 9 |
| and2 | 3 | 3 |
| nor3b | 2 | 2 |
| edfxtp | 11 | 11 |
| clkbuf | 3 | 7 |
| a21oi | 10 | 10 |
| buf | 17 | 2 |
| nand4 | 9 | 9 |
| clkdlybuf4s50 | 0 | 22 |
| ha | 8 | 8 |
| nor2 | 22 | 22 |
| mux2i | 4 | 4 |
| o21a | 3 | 3 |
| xor2 | 12 | 12 |
| nand2b | 2 | 2 |
| and4 | 4 | 4 |
| nand3 | 24 | 24 |
| a211oi | 4 | 4 |
| a2111oi | 3 | 3 |
| inv | 12 | 12 |
| and3 | 15 | 15 |
| o31ai | 2 | 2 |
## worst register-to-register path, cell delays in order, from the launching register on
cell and delay [ps]:
sky130_fd_sc_hd__dfxtp_1 410, sky130_fd_sc_hd__and4_1 250, sky130_fd_sc_hd__and3_1 230, sky130_fd_sc_hd__nand3_1 160, sky130_fd_sc_hd__nor2_1 280, sky130_fd_sc_hd__nand3_1 140, sky130_fd_sc_hd__xnor2_1 140
No activity file was given, so power comes from the tool's default toggle rates.
