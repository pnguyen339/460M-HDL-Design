==> flow/run.sh <==
#!/bin/bash
# OpenROAD 26Q1-2900-gdf79404cd8, Yosys 0.63+post, stock flow scripts
make -C /OpenROAD-flow-scripts/flow DESIGN_CONFIG=/design/flow/config.mk WORK_HOME=/design/flow/orfs finish
==> flow/config.mk <==
export PLATFORM = sky130hd
export DESIGN_NAME = PulseMode
export DESIGN_NICKNAME = PulseMode
export VERILOG_FILES = /design/flow/design.v
export SDC_FILE = /design/flow/constraint.sdc
export NUM_CORES = 4
export LEC_CHECK = 1
export CORE_UTILIZATION = 30
==> flow/constraint.sdc <==
current_design PulseMode

set clk_period 4.5
set clk_io_pct 0.2

create_clock -name clk0 -period $clk_period [get_ports {clk100Mhz}]
create_clock -name clk1 -period $clk_period [get_ports {secondClk}]

set non_clock_inputs [all_inputs -no_clocks]
set_input_delay [expr $clk_period * $clk_io_pct] -clock clk0 $non_clock_inputs
set_output_delay [expr $clk_period * $clk_io_pct] -clock clk0 [all_outputs]
==> flow/design.v <==
`timescale 1ns / 1ps
module PulseMode(clk100Mhz, slowClk, sel, reset, start, secondClk);
    input [1:0] sel;
    input start, reset, secondClk;
    input clk100Mhz;  
    output reg slowClk;  
    wire secondClk;
    reg noPulse;
    reg[27:0] counter;
    reg[10:0] count;
    reg[27:0] frequency;
    reg[27:0] variableFrequency;
    initial begin
        noPulse <= 0;
        counter <= 0;
        slowClk <= 0;
        frequency <= 0;
        count <= 1;
    end
    always@(posedge secondClk, posedge reset)
    begin
        if(reset == 1) begin
            count<=1;
        end
        else if(sel == 2'b11) begin
            if(count == 1)begin
                variableFrequency <= 2500000;
                count <= count + 1;
                noPulse <= 0;
            end
            else if(count == 2) begin
                variableFrequency <= 1515145;
                count <= count + 1;
                noPulse <= 0;
            end
            else if(count == 3) begin
                variableFrequency <= 757576;
                count <= count + 1;
                noPulse <= 0;
            end
            else if(count == 4) begin
                variableFrequency <= 1851852;
                count <= count + 1;
                noPulse <= 0;
            end
            else if(count == 5) begin
                variableFrequency <= 714286;
                count <= count + 1;
                noPulse <= 0;
            end
            else if(count == 6) begin
                variableFrequency <= 1666667;
                count <= count + 1;
                noPulse <= 0;
            end
            else if(count == 7) begin
                variableFrequency <= 2631579;
                count <= count + 1;
                noPulse <= 0;
            end
            else if(count == 8) begin
                variableFrequency <= 1666667;
                count <= count + 1;
                noPulse <= 0;
            end
            else if(count == 9) begin
                variableFrequency <= 1400000;
                count <= count + 1;
                noPulse <= 0;
            end                    
            else if(count <= 73) begin
                variableFrequency <= 724638;
                count <= count + 1;
                noPulse <= 0;
            end
            else if(count <= 79) begin
                variableFrequency <= 1470588;
                count <= count + 1;
                noPulse <= 0;
            end
            else if(count <=145)begin
                variableFrequency <= 402326;
                count <= count + 1;
                noPulse <= 0;
            end
            else begin
                noPulse <= 1;
            end
        end
        else begin
            count <= 1;
        end
    end
    always@(sel) begin
        case(sel) 
            2'b00: frequency <= 3125000;
            2'b01: frequency <= 1562500;
            2'b10: frequency <= 781250;
            2'b11: frequency <= variableFrequency;
            default: frequency <= 3125000; 
        endcase
    end
    always @ (posedge clk100Mhz)
        begin
        if(reset == 0 && start == 1 && noPulse == 0) begin
           if(counter == frequency) begin
              counter <= 0;
              slowClk <= ~slowClk;
            end
            else begin
              counter <= counter + 1;
            end
         end
         else begin
            counter <= 0;
            slowClk <= 0;
         end
    end
endmodule
==> impl_metrics.xml <==
<?xml version="1.0" encoding="UTF-8"?>
<metrics>
  <group name="critical_path">
    <metric name="worst-endpoint-required" unit="ps">4630</metric>
    <metric name="critPathMostFrequentCell" unit="">buf_4</metric>
    <metric name="worst_setup_path_end_kind" unit="">flip-flop</metric>
    <metric name="critical_path_peak_fanout" unit="">28</metric>
    <metric name="cp_slowest_cell" unit="">o21ai_4</metric>
    <metric name="worstReg2RegEnd" unit="">count[6]$_DFFE_PP0P_</metric>
    <metric name="r2r_slack" unit="ps">1510</metric>
    <metric name="worstSetupStartpoint" unit="">sel[1]</metric>
    <metric name="reg2reg_from" unit="">count[0]$_DFFE_PP1P_</metric>
    <metric name="crit_end" unit="">counter[8]$_SDFF_PP0_</metric>
    <metric name="worst_setup_path_start_kind" unit="">input pin</metric>
    <metric name="timing.setup.critical_path_class" unit="">in2reg</metric>
    <metric name="worst_ep_arrival_time" unit="ps">3510</metric>
    <metric name="critical_path.max_stage_delay" unit="ps">600</metric>
    <metric name="timing.critical_path.cells" unit="">clkdlybuf4s50_1 -&gt; buf_4 -&gt; nand2_1 -&gt; buf_4 -&gt; o21ai_0 -&gt; o2111ai_1 -&gt; a2111oi_2 -&gt; nand4_2 -&gt; o21ai_4 -&gt; nor2_1</metric>
    <metric name="r2r_cells" unit="">8</metric>
  </group>
  <group name="synth">
    <metric name="logic_family" unit="">simple AND/OR/NAND/NOR gates</metric>
    <metric name="ys.flop_type" unit="">dfxtp_1</metric>
    <metric name="synthTopCellsByArea" unit="">edfxtp_1 (18%), dfxtp_1 (16%), dfrtp_1 (6.7%)</metric>
    <metric name="syn-mean-instance-area" unit="um^2">8.47</metric>
    <metric name="yosysTopAreaCell" unit="">edfxtp_1</metric>
    <metric name="yosysWarningCount" unit="">1</metric>
    <metric name="ys_sh_adder" unit="%">1.68</metric>
    <metric name="yosys-mux-area-fraction" unit="%">0.538</metric>
    <metric name="mappedNetlistArea" unit="um^2">3720</metric>
    <metric name="synthesis.instances" unit="">439</metric>
    <metric name="ys_cells" unit="">439</metric>
    <metric name="yosys-stat-area" unit="um^2">3720</metric>
    <metric name="synth_flop_count" unit="">62</metric>
    <metric name="async_set_reset_flop_share_out_of_synthesis" unit="%">17.7</metric>
    <metric name="synth_cell_type_count" unit="">64</metric>
    <metric name="post_synth_most_frequent_cells" unit="">nor2_1 (62), nand2_1 (36), dfxtp_1 (29), a21oi_1 (25), o21ai_0 (23)</metric>
    <metric name="ys_sh_simple" unit="%">27.3</metric>
    <metric name="synth_largest_type_area_fraction" unit="%">17.8</metric>
    <metric name="synth-edff-count" unit="">22</metric>
    <metric name="post_synth_ao_oa_area_fraction" unit="%">16.6</metric>
    <metric name="post-synth-top-count-cell" unit="">nor2_1</metric>
    <metric name="seq_area_frac_synth" unit="%">40.8</metric>
    <metric name="synth-xor-area-share" unit="%">7.54</metric>
  </group>
  <group name="power_and_ir_drop">
    <metric name="peakVddDrop" unit="mV">0.136</metric>
    <metric name="power.density" unit="nW/um^2">338</metric>
    <metric name="leakage" unit="nW">1.52</metric>
  </group>
  <group name="timing">
    <metric name="worst_clock_skew" unit="ps">3.39</metric>
    <metric name="slew_headroom" unit="%">47.9</metric>
    <metric name="worst_slack_on_hold_paths" unit="ps">487</metric>
    <metric name="finalSetupViolations" unit="">0</metric>
    <metric name="setup_slack" unit="ps">1120</metric>
    <metric name="report.final.hold_viol_count" unit="">0</metric>
    <metric name="max_slew.worst_pin.slew" unit="ps">782</metric>
    <metric name="final-max-slew-violation-count" unit="">0</metric>
    <metric name="fin_setup_tns" unit="ps">0</metric>
    <metric name="rsz0062_at_grt" unit="">no</metric>
  </group>
  <group name="global_route">
    <metric name="total_track_usage" unit="%">14.2</metric>
    <metric name="number_of_global_route_vias_before_repair" unit="">2801</metric>
    <metric name="antenna_found_initial" unit="">0</metric>
    <metric name="grt.overflow.total" unit="">0</metric>
    <metric name="largest_net_degree_at_the_start_of_global_routing" unit="">29</metric>
    <metric name="grt_pass1_wl" unit="um">14300</metric>
  </group>
  <group name="routing">
    <metric name="detail_route.wl_per_cell" unit="um">14.0</metric>
    <metric name="detail_route.antenna_diodes" unit="">0</metric>
    <metric name="final_routed_wirelength_across_all_metal_layers" unit="um">8520</metric>
    <metric name="first_pass_iters" unit="">4</metric>
    <metric name="drt_first_iter_violations" unit="">224</metric>
    <metric name="ant_nets" unit="">0</metric>
    <metric name="drt_drc_violations_left" unit="">0</metric>
    <metric name="route.vias.total" unit="">3071</metric>
    <metric name="avgViaCountPerCell" unit="">5.06</metric>
  </group>
  <group name="layout">
    <metric name="finalNonFillerCells" unit="">607</metric>
    <metric name="syn2layout_area_growth" unit="%">13.4</metric>
    <metric name="final_core_utilization" unit="%">35.0</metric>
    <metric name="fraction_of_layout_instances_using_a_drive_strength_above_1" unit="%">6.83</metric>
  </group>
  <group name="die">
    <metric name="placement_rows" unit="">40</metric>
    <metric name="fp-utilization" unit="%">30.8</metric>
    <metric name="floorplan.core_area" unit="um^2">12100</metric>
    <metric name="chip_area" unit="um^2">12800</metric>
    <metric name="die_width" unit="um">113</metric>
    <metric name="ioPinCount" unit="">7</metric>
    <metric name="dieHeight" unit="um">113</metric>
  </group>
  <group name="placed_design">
    <metric name="pre_cts_ws" unit="ps">828</metric>
    <metric name="placedCellCount" unit="">591</metric>
    <metric name="place.port_buffers" unit="">5</metric>
    <metric name="dpl.hpwl" unit="um">6140</metric>
    <metric name="place.gp.congestion" unit="">0.931</metric>
  </group>
  <group name="clock_network">
    <metric name="cts.sinks" unit="">62</metric>
    <metric name="cts_setup_buffers" unit="">0</metric>
    <metric name="cts.hold.buffers_added" unit="">0</metric>
    <metric name="cts.repair.resized" unit="">0</metric>
    <metric name="tritoncts" unit="">yes</metric>
    <metric name="clk_pin_slew_worst_paths" unit="ps">50</metric>
  </group>
  <group name="min_path">
    <metric name="worst_hold_path_type" unit="">reg2reg</metric>
  </group>
  <group name="run_status">
    <metric name="run_status" unit="">complete, no violations</metric>
  </group>
  <group name="flow_run">
    <metric name="cap_viol_max_count" unit="">0</metric>
    <metric name="stage_log_warnings" unit="">29</metric>
  </group>
</metrics>
==> logic make-up (layout without fill, tap and decap cells) <==
family,count (synthesis),after routing
buffers and inverters,46,46
AND/OR/NAND/NOR,198,198
AND-OR/OR-AND,94,94
adder cells (fa/ha/maj),5,5
multiplexers,2,2
flip-flops,62,62
XOR/XNOR,32,32
==> cells in the final DEF, fill, tap and decap left out, types with 3 or more instances in the layout <==
master and instances:
nor3_1 11, clkdlybuf4s50_1 5, inv_1 20, o31ai_1 3, or3_1 5, a21oi_1 25, clkbuf_8 3, dfrtp_1 10
xor2_1 20, o22ai_1 5, nand2b_1 7, and4_1 8, buf_4 4, nand3_1 22, nor2b_1 6, nor2_1 62
and2_1 5, clkbuf_16 10, o21ai_0 23, xnor2_1 12, nand4_1 9, nor4_1 3, ha_1 5, edfxtp_1 22
dfxtp_1 29, a31oi_1 4, and3_1 8, nand2_1 36, a221oi_1 3
==> power by group <==
part           internal (W)  total [W]  switching [W]
registers          0.000594   0.000603     0.00000870
logic             0.0000321  0.0000924      0.0000602
clock network      0.000509   0.000731       0.000221
total               0.00114    0.00143       0.000290
==> metrics by stage <==
stage | total power [W] | instance area (um^2)
after floorplan | 0.000679 | 3720
after global placement | 0.000704 | 3890
after detailed placement | 0.000704 | 3890
after CTS | 0.00144 | 4220
after global routing | 0.00148 | 4220
final | 0.00143 | 4220
==> layer usage <==
metal	global-route usage [%]	vias to the layer above	share of wire [%]
met3	2.02	12	3.1
li1	-	1549	-
met2	22.5	63	46
met4	2.37	0	1.9
met5	0	-	0
met1	21.5	1447	49
==> worst min-delay path by stage <==
stage	slack, ps	to	cells past startpoint	startpoint
4_1_cts	490	counter[0]$_SDFF_PP0_	1	counter[0]$_SDFF_PP0_
5_1_grt	540	counter[27]$_SDFF_PP0_	2	counter[27]$_SDFF_PP0_
6_report	490	counter[0]$_SDFF_PP0_	1	counter[0]$_SDFF_PP0_
==> registers in the layout, indices dropped and copies added (netlist names) <==
name / flops
noPulse: 1
slowClk: 1
counter: 28
count: 11
variableFrequency: 21
==> layout make-up <==
type / count / area, um^2
Fill cell: 1214 / 7850
Multi-Input combinational cell: 331 / 2000
Sequential cell: 62 / 1520
Clock buffer: 14 / 295
Tap cell: 168 / 210
Timing Repair Buffer: 9 / 80.1
Inverter: 21 / 78.8
Clock inverter: 2 / 35.0
==> critical path: cells and delay by family <==
family                 cells  cell delay (ps)
AND-OR/OR-AND              4             1310
buffers and inverters      3              900
AND/OR/NAND/NOR            3              390
Power is estimated from default activity; no workload was simulated.
